$ cat /design/flow/run.sh
#!/bin/bash
# OpenROAD 26Q1-2900-gdf79404cd8, Yosys 0.63+post, stock flow scripts
make -C /OpenROAD-flow-scripts/flow DESIGN_CONFIG=/design/flow/config.mk WORK_HOME=/design/flow/orfs finish
$ cat /design/flow/config.mk
export PLATFORM = sky130hd
export DESIGN_NAME = BHT
export DESIGN_NICKNAME = BHT
export VERILOG_FILES = /design/flow/design.v
export SDC_FILE = /design/flow/constraint.sdc
export NUM_CORES = 4
export LEC_CHECK = 1
export CORE_UTILIZATION = 40
export SYNTH_MEMORY_MAX_BITS = 65536
$ cat /design/flow/constraint.sdc
current_design BHT

set clk_period 243.0
set clk_io_pct 0.2

create_clock -name clk0 -period $clk_period [get_ports {clk}]

set non_clock_inputs [all_inputs -no_clocks]
set_input_delay [expr $clk_period * $clk_io_pct] -clock clk0 $non_clock_inputs
set_output_delay [expr $clk_period * $clk_io_pct] -clock clk0 [all_outputs]
$ cat /design/flow/design.v
module BHT #(
    parameter index_len= 8,
    parameter tag_len = 32-index_len-2,
    parameter index_size = 1 << index_len
)
(
    input            clk         ,
    input            rst         ,
    input  [31:0]    pc_query    ,
    output [1:0]     br_flag     ,
    output [31:0]    pred0_target,
    output [31:0]    pred1_target,
    input  [31:0]    br_pc       ,
    input  [31:0]    br_target   , 
    input            br_is       ,
    input            br_update
);
reg  [31:0]             br_target_buffer[0:index_size-1];
reg  [tag_len-1:0]      br_tag_buffer[0:index_size-1];
reg  [1:0]              br_status_buffer[0:index_size-1];
reg  [index_size-1:0]   br_valid;
wire [31:0]          pc_query0;
wire [31:0]          pc_query1;
assign               pc_query0 = pc_query;
assign               pc_query1 = pc_query + 4;
wire [index_len-1:0] rindex0_addr;
wire [tag_len-1:0]   rtag0_addr;
wire [index_len-1:0] rindex1_addr;
wire [tag_len-1:0]   rtag1_addr;
wire [index_len-1:0] windex_addr;
wire [tag_len-1:0]   wtag_addr;  
wire                 r_hit0;
wire                 r_hit1;
assign rindex0_addr = pc_query0[31-tag_len:2];
assign rtag0_addr   = pc_query0[31:31-tag_len+1];
assign rindex1_addr = pc_query1[31-tag_len:2];
assign rtag1_addr   = pc_query1[31:31-tag_len+1];
assign windex_addr = br_pc[31-tag_len:2];
assign wtag_addr   = br_pc[31:31-tag_len+1];
assign r_hit0       = br_valid[rindex0_addr] && (br_tag_buffer[rindex0_addr] == rtag0_addr);
assign r_hit1       = br_valid[rindex1_addr] && (br_tag_buffer[rindex1_addr] == rtag1_addr);
assign pred0_target = r_hit0 & br_status_buffer[rindex0_addr][1] ? br_target_buffer[rindex0_addr] : pc_query+8;
assign pred1_target = r_hit1 & br_status_buffer[rindex1_addr][1] ? br_target_buffer[rindex1_addr] : pc_query+12;
assign br_flag      = { r_hit1 & br_status_buffer[rindex1_addr][1] ,
                        r_hit0 & br_status_buffer[rindex0_addr][1] };
always@(posedge clk)begin
    if(rst)begin
        br_valid <= 0;
    end
    else if(br_update)begin
        br_valid[windex_addr] <= 1'b1;
        br_tag_buffer[windex_addr]    <= wtag_addr;
        br_target_buffer[windex_addr] <= br_target;
    end
end
always@(posedge clk)begin
    if(rst)begin
    end
    else begin
        if(br_is)begin
            case(br_status_buffer[windex_addr])
                2'b00:begin
                    if(br_update)  br_status_buffer[windex_addr] <= 2'b01;
                end
                2'b01:begin
                    if(br_update)  br_status_buffer[windex_addr] <= 2'b10;
                    else           br_status_buffer[windex_addr] <= 2'b00;
                end
                2'b10:begin
                    if(br_update)  br_status_buffer[windex_addr] <= 2'b01;
                    else            br_status_buffer[windex_addr] <= 2'b11;
                end
                2'b11:begin
                    if(br_update)  br_status_buffer[windex_addr] <= 2'b10;
                end
                default:            br_status_buffer[windex_addr] <= 2'b01 + {2{br_update}}&2'b01;
            endcase
        end       
    end
end
endmodule
==> datasheet_impl.txt <==
Summary of implementation characteristics

Parameter                              Value

Status
  Result of the run    finished, violations left
  Violations in the final reports    capacitance limit, slew limit

Floorplanning
  Pre-placement core utilization    40.1%
  Die width    1300 um
  Core Area    1.69 mm^2
  Rows    478
  Number of I/O pins    166
  Die area    1.70 mm^2
  Vertical die size    1300 um

Drt
  Initial detailed-routing violation count    33,400
  Routed via count    405,000
  Final routed wire length divided by cell count    46.6 um
  1st-pass router iterations    10
  Detail Route Antenna Nets    0
  Final routed DRC violation total    0
  Routed Wire Length    2,840,000 um
  Via-per-instance ratio    6.65

Layout
  Comb area    0.231 mm^2
  Area added between synthesis and finish    13.9%
  Share of layout cells above drive strength 1    35.2%
  Layout fillers    139,000
  Sequential cell area in the final layout    0.436 mm^2

Final timing
  Clk_skew    0.141 ns
  Max-slew violations    6
  Setup Viol. Count Final    0
  Hold violation count in the final report    0
  Setup ws final    133.30 ns
  Min Clock Period, post-route    109.70 ns
  Cycle use final    45.1%
  Headroom to the max-slew limit    -13.8%
  Worst hold slack    0.470 ns
  Tightest Pin Transition    1.70 ns
  Setup repair after global routing missed its margin    no
  Accumulated negative setup slack    0 ns
  Max Clock Freq    9.12 MHz

Critical path
  Critical path endpoint category    output pin
  Classification of the worst setup path    in -> out
  Data arrival at the endpoint of the critical path    61.10 ns
  Highest fanout seen on the critical path    85
  Worst EP required    194.40 ns
  CP Launch Type    primary input

Power and ir drop
  Largest voltage drop on the vdd net    0.00681 mV
  Internal power component    4410 uW
  Power per standard cell area    7.59 mW/mm^2
  Combinational group share of total power    11.0%
  Share of total power in the clock network    41.8%
  Power dissipated by switching net loads    1450 uW
  Leakage power of the design    0.241 uW
  Switching fraction of total power    24.7%
  Sequential power share    47.2%

Clocking
  Clock tree from TritonCTS    done
  Root buffer cell    clkbuf_16
  Clock Tree Buf Depth    6
  Depth of the CTS H-tree    7
  CTS sink count    14,600
  Clk ins delay skew pair    1.57 ns
  Clock transition at the registers of the reported paths    0.05 ns
  Count of hold buffers inserted by post-cts repair    0
  Post-CTS Repair Setup Buffers    0
  Resize count post-CTS    0
  Number of buffers added by the clock tree synthesis step    1,610

Synthesis
  Cell area after synthesis    0.678 mm^2
  Netlist cell types    110
  Number of enable flip-flop cells    14,300
  Prevailing post-synth register cell    edfxtp_1
  Post-synth top area cell    edfxtp_1
  Fraction of registers with async set/reset    0%
  Area fraction of the dominant cell type after synthesis    63.5%
  Post-synth top cells    edfxtp_1, mux4_2, mux2i_1
  Mean post-synth cell area    19.9 um^2
  Area reported by Yosys stat    0.678 mm^2
  Part of the Yosys area used for sequential elements    64.2%
  Leading post-synthesis cells by cell area    edfxtp_1, mux4_2, mux2i_1, nand2_1, dfxtp_1
  Yosys reg bits    14,600
  Warning count from the yosys run    1
  Post-synthesis cell type with the largest instance count    edfxtp_1
  Yosys cell count    34,100
  Post-Syn Instances    34,100

Flow run
  Number of maximum-capacitance violations    3
  Total number of warnings across the stage logs    79

GRT
  Initial antenna violation count    434
  Wire length of the first global-routing pass    3,790,000 um
  Vias in the first global route    439,000
  Pin count of the biggest net entering global routing    189
  Final global-route overflow total    0
  Total routing usage reported by global routing    36.8%

Placed design
  DPL Wire Length    1,840,000 um
  Final weighted congestion of routability-driven global placement    1.05
  Worst slack after detailed placement    134.11 ns
  Port bufs    163

Hold path
  Type of the most critical hold path    reg -> reg
[worst max-delay path, cell delays in order]
cell             delay [ns]
buf_16                 0.24
buf_4                  0.37
buf_4                  0.55
buf_4                  0.65
buf_4                  0.67
buf_4                  0.67
buf_12                 0.55
buf_4                  0.63
buf_4                  0.69
buf_4                  0.69
mux4_2                 0.41
mux2i_1                0.14
mux2i_1                0.09
o211ai_1               0.51
a21o_1                 0.29
nand4_1                0.76
xnor2_1                0.53
or4bb_1                0.62
nor4b_4                0.29
buf_4                  0.33
buf_4                  0.54
mux2i_1                0.99
clkdlybuf4s50_1        0.65
[layout by cell type, fill, tap and decap left out, types with 96 or more instances in the layout]
cell type / synthesis / final
o211ai_1: 119 / 119
mux2_2: 113 / 113
dfxtp_1: 256 / 256
a211oi_1: 160 / 150
diode_2: 0 / 1640
o221ai_1: 225 / 224
o22ai_1: 350 / 349
a32oi_1: 122 / 122
nor2_1: 880 / 569
clkdlybuf4s50_1: 0 / 96
clkinv_1: 0 / 342
mux2i_1: 1818 / 1815
clkinv_2: 0 / 278
a221oi_1: 201 / 200
nor2_4: 0 / 266
a31oi_1: 166 / 162
nand2_1: 1702 / 1681
clkbuf_1: 956 / 290
bufinv_16: 0 / 189
nand3_1: 524 / 507
buf_4: 509 / 2460
mux4_2: 7479 / 7479
o21ai_0: 523 / 496
a21oi_1: 634 / 622
edfxtp_1: 14300 / 14300
nor3_1: 393 / 384
clkbuf_16: 0 / 1636
a22oi_1: 142 / 142
nand4_1: 199 / 199
[sequential cells by signal, indices dropped and copies added (netlist names)]
name              cells
br_valid            256
br_target_buffer   8192
br_status_buffer    512
br_tag_buffer      5632
[stage by stage]
| stage | instances | total power [uW] | util [%] | cell area [um^2] |
|---|---|---|---|---|
| 6_report | 61000 | 5860 | 45.6 | 772000 |
| 4_1_cts | 59300 | 5840 | 45.4 | 768000 |
| 2_1_floorplan | 34100 | 3140 | - | 678000 |
| 3_5_place_dp | 56500 | 3430 | 42.4 | 717000 |
| 5_1_grt | 60700 | 5970 | 45.6 | 772000 |
| 3_3_place_gp | 56500 | 3430 | 42.4 | 717000 |
[area by class of cell]
class	count	share of cell area [%]
flip-flops and latches	14600	56.4
diodes	1640	0.531
well taps	22600	3.65
clock buffers	1936	5.46
multi-input cells	16600	29.9
repair buffers	2688	2.81
inverters	17	0.0151
clock inverters	927	1.22
[logic make-up after synthesis]
logic type | Yosys count | share of synthesized area (%)
adders and majority gates | 9 | 0.0166
xor gates and xnor gates | 137 | 0.184
buffers and inverters | 2853 | 2.19
AOI/OAI and AO/OA | 3044 | 3.04
muxes | 9441 | 27.8
DFF | 14600 | 64.2
and+or+nand+nor | 3981 | 2.58
[routing by layer]
metal | vias to the layer above | GRT usage [%] | part of all wire, %
li1 | 153000 | - | -
met1 | 204000 | 33.5 | 25
met2 | 39000 | 46.6 | 42
met3 | 8498 | 37.2 | 23
met4 | 603 | 24.4 | 8.6
met5 | - | 18.8 | 1.2
[path summary, 6_finish.rpt]
path / startpoint / endpoint / slack (ns) / cells past startpoint
setup / recovery: pc_query[2] / pred0_target[26] / 133.30 / 23
hold / removal: br_valid[241] / br_valid[241] / 0.47 / 2
setup reg to reg: br_status_buffer[251][1] / br_status_buffer[11][0] / 237.12 / 11
hold reg to reg: br_valid[241] / br_valid[241] / 0.47 / 2
[power groups by stage]
stage	clock network [uW]	registers (uW)	logic, uW
after CTS	2460	2770	615
after global routing	2550	2770	654
final	2450	2770	645
No activity file was given, so power comes from the tool's default toggle rates.
